--- flow/config.mk ---
export PLATFORM = sky130hd
export DESIGN_NAME = axis_fifo
export DESIGN_NICKNAME = axis_fifo
export VERILOG_FILES = /design/flow/design.v
export SDC_FILE = /design/flow/constraint.sdc
export NUM_CORES = 4
export LEC_CHECK = 1
export CORE_UTILIZATION = 30
--- flow/constraint.sdc ---
current_design axis_fifo

set clk_period 14.6
set clk_io_pct 0.2

create_clock -name clk0 -period $clk_period [get_ports {m_aclk}]
create_clock -name clk1 -period $clk_period [get_ports {s_aclk}]

set non_clock_inputs [all_inputs -no_clocks]
set_input_delay [expr $clk_period * $clk_io_pct] -clock clk0 $non_clock_inputs
set_output_delay [expr $clk_period * $clk_io_pct] -clock clk0 [all_outputs]
--- flow/design.v ---
module fifo #(
    parameter DSIZE = 32,
    parameter ASIZE = 4
) (
    output [DSIZE-1:0] rdata,
    output             wfull,
    output             rempty,
    input  [DSIZE-1:0] wdata,
    input              winc, wclk, wrst_n,
    input              rinc, rclk, rrst_n
);
wire   [ASIZE-1:0] waddr, raddr;
wire   [ASIZE:0]   wptr, rptr, wq2_rptr, rq2_wptr;
sync_r2w sync_r2w ( .wq2_rptr(wq2_rptr), .rptr(rptr),
    .wclk(wclk), .wrst_n(wrst_n) );
sync_w2r sync_w2r ( .rq2_wptr(rq2_wptr), .wptr(wptr),
    .rclk(rclk), .rrst_n(rrst_n) );
fifomem #(DSIZE, ASIZE) fifomem (
    .rdata(rdata), .wdata(wdata), .waddr(waddr), 
    .raddr(raddr), .wclken(winc), .wfull(wfull),
    .wclk(wclk) );
rptr_empty #(ASIZE) rptr_empty (
    .rempty(rempty), .raddr(raddr), .rptr(rptr), 
    .rq2_wptr(rq2_wptr), .rinc(rinc), .rclk(rclk), 
    .rrst_n(rrst_n) );
wptr_full #(ASIZE) wptr_full (
    .wfull(wfull), .waddr(waddr), .wptr(wptr), 
    .wq2_rptr(wq2_rptr), .winc(winc),  .wclk(wclk),
    .wrst_n(wrst_n) );
endmodule
module fifomem #(
    parameter  DATASIZE = 32,
    parameter  ADDRSIZE = 4
) (
    output [DATASIZE-1:0] rdata,
    input  [DATASIZE-1:0] wdata,
    input  [ADDRSIZE-1:0] waddr, raddr,
    input                 wclken, wfull, wclk
);
    localparam DEPTH = 1<<ADDRSIZE;
    reg [DATASIZE-1:0] mem [0:DEPTH-1];
    assign rdata = mem[raddr];
    always @(posedge wclk) begin
        if (wclken && !wfull) begin
            mem[waddr] <= wdata;
        end
    end
endmodule
module sync_r2w #( parameter ADDRSIZE = 4 ) (
    output reg [ADDRSIZE:0] wq2_rptr,
    input      [ADDRSIZE:0] rptr,
    input                   wclk, wrst_n
);
reg [ADDRSIZE:0] wq1_rptr;
always @(posedge wclk or negedge wrst_n) begin
    if (!wrst_n) begin
        {wq2_rptr,wq1_rptr} <= 0;
    end else begin
        {wq2_rptr,wq1_rptr} <= {wq1_rptr,rptr};
    end
end
endmodule
module sync_w2r #( parameter ADDRSIZE = 4 ) (
    output reg [ADDRSIZE:0] rq2_wptr,
    input      [ADDRSIZE:0] wptr,
    input                   rclk, rrst_n
);
reg [ADDRSIZE:0] rq1_wptr;
always @(posedge rclk or negedge rrst_n) begin
    if (!rrst_n) begin
        {rq2_wptr,rq1_wptr} <= 0;
    end else begin
        {rq2_wptr,rq1_wptr} <= {rq1_wptr,wptr};
    end
end
endmodule
module rptr_empty #( parameter ADDRSIZE = 4 ) (
    output reg                rempty,
    output     [ADDRSIZE-1:0] raddr,
    output reg [ADDRSIZE  :0] rptr,
    input      [ADDRSIZE  :0] rq2_wptr,
    input                     rinc, rclk, rrst_n
);
reg  [ADDRSIZE:0] rbin;
wire [ADDRSIZE:0] rgraynext, rbinnext;
always @(posedge rclk or negedge rrst_n) begin
    if (!rrst_n) begin
        {rbin, rptr} <= 0;
    end else begin
        {rbin, rptr} <= {rbinnext, rgraynext};
    end
end
assign raddr     = rbin[ADDRSIZE-1:0];
assign rbinnext  = rbin + (rinc & ~rempty);
assign rgraynext = (rbinnext>>1) ^ rbinnext;
assign rempty_val = (rgraynext == rq2_wptr);
always @(posedge rclk or negedge rrst_n) begin
    if (!rrst_n) begin
        rempty <= 1'b1;
    end else begin        
        rempty <= rempty_val;
    end
end
endmodule
module wptr_full  #( parameter ADDRSIZE = 4 ) (
    output reg                wfull,
    output     [ADDRSIZE-1:0] waddr,
    output reg [ADDRSIZE  :0] wptr,
    input      [ADDRSIZE  :0] wq2_rptr,
    input                     winc, wclk, wrst_n
);
reg  [ADDRSIZE:0] wbin;
wire [ADDRSIZE:0] wgraynext, wbinnext;
always @(posedge wclk or negedge wrst_n) begin
    if (!wrst_n) begin
        {wbin, wptr} <= 0;
    end else begin
        {wbin, wptr} <= {wbinnext, wgraynext};
    end
end
assign waddr = wbin[ADDRSIZE-1:0];
assign wbinnext  = wbin + (winc & ~wfull);
assign wgraynext = (wbinnext>>1) ^ wbinnext;
assign wfull_val = (wgraynext=={~wq2_rptr[ADDRSIZE:ADDRSIZE-1], wq2_rptr[ADDRSIZE-2:0]});
always @(posedge wclk or negedge wrst_n) begin
    if (!wrst_n) begin 
        wfull  <= 1'b0;
    end else begin
        wfull  <= wfull_val;
    end
end
endmodule
module axis_fifo #(
    parameter DATA_WIDTH = 32,
    parameter ADDR_DEPTH = 4
) (
    input  wire                    s_aclk,
    input  wire                    s_areset_n,
    input  wire [DATA_WIDTH-1:0]   s_tdata,
    input  wire                    s_tvalid,
    input wire                   s_tready,
    input  wire                    s_tlast,
    input  wire                    m_aclk,
    input  wire                    m_areset_n,
    output wire [DATA_WIDTH-1:0]   m_tdata,
    input wire                    m_tvalid,
    input  wire                    m_tready,
    output wire                    m_tlast
);
wire [DATA_WIDTH+DATA_WIDTH/32+1-1:0] m_tdata_int;
wire s_full;
wire m_empty;
fifo #(
    .DSIZE  ( DATA_WIDTH ) ,
    .ASIZE  ( ADDR_DEPTH )
) fifo (
    .wfull  ( s_full ) ,
    .wdata  ( {s_tlast, s_tdata} ) ,
    .winc   ( s_tvalid & s_tready ) , 
    .wclk   ( s_aclk ) , 
    .wrst_n ( s_areset_n ) ,
    .rempty ( m_empty ) ,
    .rdata  ( m_tdata ) ,
    .rinc   ( m_tvalid & m_tready ) , 
    .rclk   ( m_aclk ) , 
    .rrst_n ( m_areset_n )
);
assign s_tvalid = ~s_full; 
assign m_tvalid = ~m_empty;
assign m_tdata=s_tdata;
assign m_tlast  = m_tdata_int[DATA_WIDTH+DATA_WIDTH/32];
endmodule
--- flow/run.sh ---
#!/bin/bash
# OpenROAD 26Q1-2900-gdf79404cd8, Yosys 0.63+post, stock flow scripts
make -C /OpenROAD-flow-scripts/flow DESIGN_CONFIG=/design/flow/config.mk WORK_HOME=/design/flow/orfs finish
==> summary.txt <==
From the run reports.

- The area recorded from the Yosys report for this design is 0.0213 mm^2.
- The number of cells reported by Yosys stat comes to about 1100.
- Per the synth stats, the proportion of register bits with asynchronous set or reset is 7.25%.
- The number of register bits inferred by synthesis is 552.
- The number of warnings printed during yosys synthesis reads 8.
- For this run, the register share of the synthesized area comes to about three quarters.
- The stage where the flow stopped reads synthesis (1_2_yosys).
- The commonest register cell is edfxtp_1.
- The tool reported: "ERROR: Found 32 problems in 'check -assert'".
- The number of distinct library cells after synthesis reads 35.
- The flow did not finish.
- The post-synth tally of flip-flops with integrated enable is between 500 and 600.
logic make-up after synthesis:
family                     after synthesis  share of synthesized area, %
other                                    1                        0.0176
adders and majority gates                5                         0.294
xor gates and xnor gates                22                          1.11
muxes                                  192                          12.8
and+or+nand+nor                         73                          1.53
DFF                                    552                          77.0
buffers and inverters                   94                          2.52
AOI/OAI and AO/OA                      133                          4.74
synthesized netlist by cell type (all sizes together) (8+ instances only):
library cell / number / area, um^2
nor2: 14 / 52.6
dfrtp: 39 / 976
mux2i: 128 / 1280
nand2: 35 / 131
edfxtp: 512 / 15400
xnor2: 8 / 70.1
o21ai: 32 / 160
xor2: 11 / 96.3
buf: 70 / 445
a221oi: 64 / 561
clkbuf: 18 / 67.6
mux4: 64 / 1440
a22oi: 33 / 248

==> ./design.v <==
module lifo(dataout, full, empty, clk, rst, wn, rn, datain);
  output reg [7:0] dataout;
  output full, empty;
  input [7:0] datain;
  input clk, rst, wn, rn; 
  reg [3:0] sp; 
  reg [7:0] memory [7:0]; 
  assign full = (sp == 4'b1000) ? 1 : 0;
  assign empty = (sp == 4'b0000) ? 1 : 0;
  always @(posedge clk)
  begin
    if (rst)
      begin
        memory[0] <= 0; memory[1] <= 0; memory[2] <= 0; memory[3] <= 0;
        memory[4] <= 0; memory[5] <= 0; memory[6] <= 0; memory[7] <= 0;
        dataout <= 0; sp <= 1;
      end
    else if (wn & !full)
      begin
        memory[sp] <= datain;
        sp <= sp + 1;
      end
    else if (rn & !empty)
      begin
        sp <= sp - 1;
        dataout <= memory[sp];
      end
  end
endmodule
==> ./run.sh <==
#!/bin/bash
# OpenROAD 26Q1-2900-gdf79404cd8, Yosys 0.63+post, stock flow scripts
make -C /OpenROAD-flow-scripts/flow DESIGN_CONFIG=/design/flow/config.mk WORK_HOME=/design/flow/orfs finish
==> ./config.mk <==
export PLATFORM = sky130hd
export DESIGN_NAME = lifo
export DESIGN_NICKNAME = lifo
export VERILOG_FILES = /design/flow/design.v
export SDC_FILE = /design/flow/constraint.sdc
export NUM_CORES = 4
export LEC_CHECK = 1
export CORE_UTILIZATION = 40
==> ./constraint.sdc <==
current_design lifo

set clk_period 3.3
set clk_io_pct 0.2

create_clock -name clk0 -period $clk_period [get_ports {clk}]

set non_clock_inputs [all_inputs -no_clocks]
set_input_delay [expr $clk_period * $clk_io_pct] -clock clk0 $non_clock_inputs
set_output_delay [expr $clk_period * $clk_io_pct] -clock clk0 [all_outputs]
==> results.txt <==
Implementation numbers.

- Per the final layout report, the fraction of cells sized above drive strength 1 comes to 22.0%.
- The buffers plus inverters on the worst setup path is 2.
- Listed in order, past its start point the critical path passes buf_4 -> or3_1 -> nor2_1 -> clkdlybuf4s50_1.
- The run finished with clean final reports.
- The pin count of the biggest net entering global routing is 25.
- Once detailed placement completed, the half-perimeter wirelength came to 4560 um.
- In this run, flip-flops and latches consume 45.1% of the power.
- The critical-path maximum fanout is 18.
- The worst setup path is launched from a register.
- The cell count after synthesis came out at 241.
- The number of CTS-inserted buffers is 9.
- The placement-stage worst setup slack is 0.479 ns.
- Measured in cells, the most critical reg-to-reg path has a length of 8.
- The initial antenna violation count is 0.
- The final hold violation count is 0.
- The standby leakage power is 1.50 nW.
- The yosys stat chip area is approximately 0.0035 sq mm.
- The worst pin sits at a relative slew slack of 58.4%.
- After routing, the total negative slack on setup checks comes to 0 ns.
- The max-capacitance violation count is 0.
- The total number of placement rows is 33.
- The cell count after placement is 366.
- The cell with the largest stage delay on the worst path is or3_1.
- The number of flops mapped to enable cells by yosys is 64.
- The top flip-flop cell by instance count after synthesis is edfxtp_1.
- Per the breakdown, switching nets consume 29.7% of all power.
- On the critical path the largest part of the delay comes from buffers and inverters.
- The number of input and output port buffers inserted is 21.
- The clock tree from TritonCTS is done.
- The overall die size recorded for this design is 0.00924 sq mm.
- The total area inside the core boundary comes to between 0.008 and 0.009 sq mm.
- The length of the first detailed-routing pass in iterations is 6.
- The worst path in the final design needs a cycle of 2.67 ns, including I/O delays and setup.
- The worst path arrival time is 2.01 ns.
- The global-route congestion overflow total is 0.
- The clock H-tree reported by CTS has 3 levels.
- STA puts the critical path data required time at between 2 and 3 ns.
- The async set-or-reset flop fraction in the synthesized netlist is 0%.
- Across every metal layer, demand over resource in global routing totals roughly 18%.
- Per the repair_timing log after CTS, setup buffers inserted total 0.
- The fraction of power consumed by combinational cells is ~29%.
- The share of total power dissipated in the clock network is 25.7%.
- The number of cells on the worst hold path is 2.
- At the end of routability-driven placement, the weighted congestion stood at 0.819.
- The post-synthesis average cell area is 14.7 sq um.
- The core utilization before placement is 42.3%.
- The detailed-route via count is 1986.
- Setup repair after global routing left no endpoint under its margin.
- Across all setup checks in the final design, the least slack found is 0.631 ns.
- The final period utilization is 80.9%.
- The netlist area before placement is 0.00354 sq mm.
- For this run, the number of standard cells in the final layout without fillers is 382.
- The number of antenna diodes is 0.
- The DRC violations left is 0.
- The report puts the hold buffer count at CTS at 0.
- Per the final report, max-transition violations number 0.
- No sink is reached through more buffers than the 2 on the longest clock path.
- The tightest hold path in the finished design has a slack of between 0.5 and 0.6 ns.
- According to the CTS report, the clock sink count is 76.
- The actual transition at the worst max-transition pin is roughly 0.61 ns.
- The min-delay analysis places its worst path in the category reg -> reg.
- The number of cells on the critical path is 4.
- STA classifies the critical path endpoint as a primary output.
- The floorplan die width is just under 100 um.
- The largest vdd supply drop is 0.305 mV.
- The number of warnings printed during yosys synthesis is 1.
- The residual antenna-violating net count after detailed routing is 0.
- The utilization of the core after routing is 48.7%.
- For this run, the final setup violation count is recorded as 0.
- Yosys stat counts 241 cells in the synthesized netlist.
- The clock-pin slew on the worst setup and hold paths is ~0.07 ns.
- The total tool warning count is 25.
- The synthesis stat section lists a flop and latch total of 76.
- The script logs the ratio of routed vias to standard cells as ~5.2.
- Across the routed clock network, the largest skew measured is around 0.010 ns.
- The power density normalized to cell area is 656 mW/mm^2.
- Sequential cells were found to cover 61.0% of the synthesized design area.
- The flow reports an fmax of 375 MHz.
- In this design, the stage delay of the slowest critical-path cell is roughly 0.52 ns.
- The internal power is 1.88 mW.
- The total detailed-routing wirelength is 6950 um.
- For this block, the initial DRC count from the detailed router was 71.
- The vertical die dimension reported for this design is 96.1 um.
- In this run the layout overhead on the synthesized area is reported as 15.1%.
- Per the detail_route report, routed wire per instance is 18.2 um.
- The switching power is 795 uW.
- The later pin in the worst-skew pair is clocked with a latency of 0.35 ns.
- The number of global-route vias before repair is 1991.
- The clock root buffer is clkbuf_8.
- The critical path in this run is classified as reg -> out.
- The cell resize tally after clock tree synthesis is 0.
- The number of unique standard cell types used by synthesis is 33.
- The first-pass GRT wire length is 10800 um.
- The floorplan report gives the top-level pin count as 22.
-- through the flow --
stage               total power, mW  area [sq um]
finish                         2.68          4080
global route                   2.81          4080
CTS                            2.71          4080
detailed placement             2.02          3890
global placement               2.01          3890
floorplan                      1.79          3540
-- worst min-delay path: stages (launching register included) --
cell	delay [ns]
dfxtp_1	0.31
nor2_1	0.10
a211oi_1	0.05
-- logic make-up (layout without fill, tap and decap cells) --
group,after synthesis,count (layout),share of synthesized area (%)
compound gates,17,17,4.59
xor+xnor,2,2,0.494
fa+ha+maj,3,3,1.27
buf+inv,14,50,2.44
flops,76,76,61.0
mux,27,27,13.3
simple gates,102,102,16.9
-- metal layers --
metal	share of wire, %	GRT usage (%)	vias up
li1	-	-	953
met1	43	26.3	972
met2	48	28.3	55
met3	7.4	6.67	6
met4	1.1	1.62	0
met5	0	0	-
-- synth_stat cells (all sizes together), types with 4 or more instances --
cell type  count  share of area, %
dfxtp         12               6.8
edfxtp        64                54
a211oi         9               2.2
nand2b         4              0.71
buf            9               1.9
mux4          16                10
nor2          14               1.6
and2          64                11
mux2i         10               2.8
or2            8               1.4
nor3           7               1.1
-- final cells by class --
cell class | count | area (sq um)
clock buffers | 9 | 124
clock inverters | 7 | 66.3
fillers | 742 | 4300
inverters | 2 | 7.51
multi-input cells | 151 | 1290
flip-flops and latches | 76 | 2160
well taps | 105 | 131
repair buffers | 32 | 293
-- power by group through the flow --
stage	Combinational, mW	Clock [mW]	Sequential, mW
finish	0.781	0.688	1.21
CTS	0.795	0.705	1.21
global route	0.862	0.727	1.22
-- flip-flops by register name, summed over array words and instances, names as in the netlist --
| signal | count |
|---|---|
| sp | 4 |
| dataout | 8 |
| memory | 64 |
-- final timing paths --
kind / from / to / slack, ns
setup reg to reg: sp[0]$_SDFFE_PP1P_ / sp[3]$_SDFFE_PP0P_ / 1.01
hold / removal: dataout[6]$_SDFFE_PP0P_ / dataout[6]$_SDFFE_PP0P_ / 0.50
hold reg to reg: dataout[6]$_SDFFE_PP0P_ / dataout[6]$_SDFFE_PP0P_ / 0.50
setup / recovery: sp[1]$_SDFFE_PP0P_ / empty / 0.63
-- layout by cell type, fill, tap and decap left out, drive strengths merged, types with 3 or more instances in the layout --
master | Yosys | final
clkdlybuf4s50 | 0 | 21
mux4 | 16 | 16
mux2i | 10 | 10
nor2 | 14 | 14
clkinv | 0 | 4
buf | 9 | 11
a211oi | 9 | 9
or2 | 8 | 8
and2 | 64 | 64
nand2b | 4 | 4
inv | 2 | 3
clkbuf | 3 | 9
edfxtp | 64 | 64
nand2 | 3 | 3
nor3 | 7 | 7
dfxtp | 12 | 12
No activity file was given, so power comes from the tool's default toggle rates.
